$ cat flow/memfile.dat
20020005
2003000c
2067fff7
00e22025
00642824
00a42820
10a7000a
0064202a
10800001
20050000
00e2202a
00853820
00e23822
ac670044
8c020050
08000011
20020001
ac020054
$ cat flow/run.sh
#!/bin/bash
# OpenROAD 26Q1-2900-gdf79404cd8, Yosys 0.63+post, stock flow scripts
make -C /OpenROAD-flow-scripts/flow DESIGN_CONFIG=/design/flow/config.mk WORK_HOME=/design/flow/orfs finish
$ cat flow/config.mk
export PLATFORM = sky130hd
export DESIGN_NAME = dmem
export DESIGN_NICKNAME = dmem
export VERILOG_FILES = /design/flow/design.v
export SDC_FILE = /design/flow/constraint.sdc
export NUM_CORES = 4
export LEC_CHECK = 1
export CORE_UTILIZATION = 50
$ cat flow/constraint.sdc
current_design dmem

set clk_period 53.6
set clk_io_pct 0.2

create_clock -name clk0 -period $clk_period [get_ports {clk}]

set non_clock_inputs [all_inputs -no_clocks]
set_input_delay [expr $clk_period * $clk_io_pct] -clock clk0 $non_clock_inputs
set_output_delay [expr $clk_period * $clk_io_pct] -clock clk0 [all_outputs]
$ cat flow/design.v
module dmem(input         clk, we,
            input  [31:0] a, wd,
            output [31:0] rd);
  reg  [31:0] RAM[63:0];
  assign rd = RAM[a[31:2]];  
  always @(posedge clk)
    if (we)
      RAM[a[31:2]] <= wd;
endmodule
module imem(input  [5:0] a,
            output [31:0] rd);
  reg  [31:0] RAM[63:0];
  initial
    begin
      $readmemh("memfile.dat",RAM);
    end
  assign rd = RAM[a];  
endmodule
==> run notes <==
On the backend side, the flow ran end to end.

The number of setup buffers added after CTS is 0. The count of final max-slew check failures stands at 0. The sequential-to-total area share from yosys stat stands at 78.6%. After synthesis the cells add up to 78300 sq um. Clock tree synthesis selected as its root buffer the cell sky130_fd_sc_hd__clkbuf_16. The synthesized netlist contains 55 unique library cells. Summed over all nets, the half-perimeter wirelength after detailed placement is 122 mm. Counting I/O delays and the setup requirement, the final critical path takes 26.77 ns. Across all layers, the routed design uses 41.8k vias. The buffer_ports step reported a buffer count of 71.

Data on the critical path is required at its endpoint by 42.88 ns. STA reports the tightest min-delay check as being of type in2reg. The number of placed instances, taps included, is 6219.

The critical path in this run is classified as in2out. The layout summary lists the proportion of cells stronger than drive strength 1 as 18.1%. The worst pin sits at a relative slew slack of 30.4%. The floorplan core density stands at 50.6%. Once placement finished, the instance area stood at 82200 sq um.

The synthesis stat section lists a flop and latch total of 2048. The total iterations of the first detailed-routing run stands at 5. In this run the number of H-tree levels came out at 4. TritonCTS built the clock tree. The core region is 155000 sq um.

The wire length per cell stands at 32.9 um. The horizontal die dimension stands at 398 um. The number of cell rows stands at 144. Gates resized during post-CTS repair numbered 0. The leakage power in the latest report is 28.3 nW. The number of design rule violations left after detail routing stands at 0. For the pin with the worst max-slew slack, the measured transition is 1.02 ns. Static timing analysis puts the maximum clock frequency at 37.4 MHz.

The critical path in the final layout is reported with a setup slack of 26.83 ns. The highest metal layer carrying signal wires in the routed design is met5. According to the timing report, the arrival time at the worst endpoint equals 16.05 ns. Setup repair after global routing left no endpoint under its margin.

The final RePlAce weighted congestion stands at 0.933. The count of warnings emitted by yosys stands at 1. The total grt overflow stands at 0. The TritonCTS sink count stands at 2048. Post-synth the commonest register cell is sky130_fd_sc_hd__edfxtp_1. The worst setup path is captured at an output pin.

The initial antenna violation count stands at 22. The summed negative setup slack over all endpoints stands at 0 ns. After detailed routing, the met3 layer carries 37.8 mm of wire. STA lists the maximum fanout along the critical path as 91. The fraction of registers with async set or reset after synthesis stands at 0%. In the final report, the number of endpoints failing setup comes to 0.

The yosys cell count stands at 4207. The post-cts hold-fix buffer tally stands at 0. The finished layout holds 6616 standard cells, fillers aside. The worst slack at placement stands at 26.83 ns.

After detailed routing, the total wire length is 218 mm. The via count of the first global-routing pass was 43.4k. Entering global routing, the biggest net connects 92 pins. The timing report gives the clock slew at the launch and capture registers of the worst setup and hold paths as 0.06 ns.

The first routing iteration left 2562 violations. Per the layout report, the design carries 11.3k filler cells. The remaining antenna violation count stands at 0. The total clock buffers created by CTS stands at 203.

The number of failing hold endpoints at the final stage stands at 0. The number of instances on the worst hold path stands at 1. In the global route stage, overall resource usage came out at 31.3%. The maximum VDD drop stands at 0.0319 mV. The synthesis-to-finish area growth stands at 13.1%. The register with the most flip-flops in the layout has 2048 of them. The chip footprint stands at 158000 sq um.

The endpoint of the worst hold path is reported as RAM[12][25]. In this run the mean area of a mapped cell was 18.6 sq um. The height of the die stands at 398 um. The final clock period utilization by the worst path stands at 50.0%.

The number of ports placed on the die boundary stands at 98. Once layout is done, the placed cells without fillers occupy 88600 sq um. The met1 wire length stands at 72.8 mm. Counting flops with a built-in enable in the synthesized netlist gives 2048. Dividing the detail-routed via count by the number of cells gives 6.32. The power density over cell area stands at 37.4 nW/um^2. The yosys synthesis chip area stands at 78300 sq um.

Across all stage logs, warnings added up to 52. The utilization of the core after routing stands at 57.2%. The total met2 wirelength after detailed routing stands at 98.7 mm. Synthesis handed over a netlist of 4207 instances. Per the CTS log, the buffer count on the longest clock path is 3. The wire length of the first global-routing pass stands at 310 mm. The flow ran to the end, and the final reports show no timing, DRC or antenna violations. Per the run summary, max-cap violations total 0. STA classifies the critical path startpoint as an input port. The startpoint identified for the worst hold timing path is wd[25].
==> per-stage QoR <==
stage / hold WS (ns) / total power, mW
after detailed placement: 10.95 / 2.00
after global placement: 10.95 / 1.99
after floorplan: 10.82 / 1.89
after global routing: 10.11 / 3.40
after CTS: 10.09 / 3.33
final: 10.14 / 3.31
==> layout by cell type, fill, tap and decap left out, types with 70 or more instances in the layout <==
cell type                   instances
sky130_fd_sc_hd__mux2_2           147
sky130_fd_sc_hd__nor2_1            77
sky130_fd_sc_hd__mux4_2            96
sky130_fd_sc_hd__o22ai_1           93
sky130_fd_sc_hd__o21ai_0           84
sky130_fd_sc_hd__buf_4            193
sky130_fd_sc_hd__clkbuf_16        208
sky130_fd_sc_hd__and3_1            85
sky130_fd_sc_hd__a221oi_1         175
sky130_fd_sc_hd__mux2i_1          259
sky130_fd_sc_hd__a22oi_1          188
sky130_fd_sc_hd__edfxtp_1        2048
sky130_fd_sc_hd__a21oi_1          121
sky130_fd_sc_hd__o22a_1            70
==> worst max-delay path, stage by stage <==
cell                              delay (ns)
sky130_fd_sc_hd__buf_8                  0.31
sky130_fd_sc_hd__buf_4                  0.63
sky130_fd_sc_hd__buf_4                  0.68
sky130_fd_sc_hd__buf_12                 0.54
sky130_fd_sc_hd__or2_2                  0.62
sky130_fd_sc_hd__buf_4                  0.54
sky130_fd_sc_hd__o22ai_1                0.12
sky130_fd_sc_hd__a21oi_1                0.21
sky130_fd_sc_hd__o21a_1                 0.26
sky130_fd_sc_hd__o221ai_1               0.12
sky130_fd_sc_hd__or4_1                  0.65
sky130_fd_sc_hd__clkdlybuf4s50_1        0.50
==> synthesized netlist by cell type (3+ instances only) <==
master                      instances  share of area [%]
sky130_fd_sc_hd__a221o_1           15               0.19
sky130_fd_sc_hd__o21ai_0           84               0.54
sky130_fd_sc_hd__buf_12             3              0.077
sky130_fd_sc_hd__nor4_1            14               0.11
sky130_fd_sc_hd__a222oi_1          16               0.20
sky130_fd_sc_hd__a211oi_1          17               0.16
sky130_fd_sc_hd__o22ai_1           93               0.74
sky130_fd_sc_hd__and2_1             5              0.040
sky130_fd_sc_hd__or4_1             15               0.14
sky130_fd_sc_hd__a22o_1            66               0.74
sky130_fd_sc_hd__o221ai_1           6              0.067
sky130_fd_sc_hd__nand2_1           28               0.13
sky130_fd_sc_hd__buf_1             33               0.16
sky130_fd_sc_hd__buf_2             83               0.53
sky130_fd_sc_hd__nor3_1            22               0.14
sky130_fd_sc_hd__buf_4              8              0.077
sky130_fd_sc_hd__mux4_2            96                2.8
sky130_fd_sc_hd__nand3_1           54               0.35
sky130_fd_sc_hd__o22a_1            70               0.78
sky130_fd_sc_hd__mux2_2           147                2.1
sky130_fd_sc_hd__clkbuf_1         168               0.81
sky130_fd_sc_hd__a221oi_1         175                2.0
sky130_fd_sc_hd__nor2b_1            8              0.064
sky130_fd_sc_hd__mux2i_1          259                3.3
sky130_fd_sc_hd__a31oi_1           43               0.34
sky130_fd_sc_hd__and3_1            85               0.68
sky130_fd_sc_hd__a21oi_1          121               0.77
sky130_fd_sc_hd__o2bb2ai_1         15               0.17
sky130_fd_sc_hd__nand4_1            3              0.024
sky130_fd_sc_hd__or4b_1            14               0.18
sky130_fd_sc_hd__a2111oi_0         15               0.17
sky130_fd_sc_hd__edfxtp_1        2048                 79
sky130_fd_sc_hd__nor2_1           145               0.70
sky130_fd_sc_hd__or3_1              4              0.032
sky130_fd_sc_hd__nand2b_1          18               0.14
sky130_fd_sc_hd__a22oi_1          188                1.8
==> how the worst max path moves through the flow <==
stage | start | to | slack, ns | cells after the start
6_report | a[4] | rd[1] | 26.83 | 12
5_1_grt | a[4] | rd[1] | 26.57 | 12
4_1_cts | a[4] | rd[1] | 26.80 | 12
==> power breakdown <==
group | switching [mW] | total (mW) | internal [mW]
logic | 0.131 | 0.188 | 0.0566
clock network | 0.586 | 1.35 | 0.764
registers | 0.00216 | 1.78 | 1.77
total | 0.719 | 3.31 | 2.59
==> layout make-up <==
class	instances	area, sq um	area share [%]
Inverter	2	15.0	0.0170
Multi-Input combinational cell	1859	16100	18.2
Clock buffer	269	5430	6.13
Timing Repair Buffer	266	2050	2.32
Antenna cell	24	60.1	0.0678
Tap cell	2044	2560	2.89
Clock inverter	104	860	0.970
Sequential cell	2048	61500	69.4
==> cell families (layout without fill, tap and decap cells) <==
group	count (synthesis)	count (layout)	share of synthesized area, %
flip-flops	2048	2048	78.6
AND-OR/OR-AND	933	933	8.73
multiplexers	502	502	8.19
AND/OR/NAND/NOR	424	424	2.83
buffers and inverters	300	641	1.70
other	0	24	0
==> routing by layer <==
layer,global-route usage [%],up-vias
met5,2.88,-
met4,8.36,38
met3,23.3,417
met2,43.1,2506
met1,41.9,20900
li1,-,18000
Power is estimated from default activity; no workload was simulated.
